===== design/flow/config.mk =====
export PLATFORM = sky130hd
export DESIGN_NAME = register_file
export DESIGN_NICKNAME = register_file
export VERILOG_FILES = /design/flow/design.v
export SDC_FILE = /design/flow/constraint.sdc
export NUM_CORES = 4
export LEC_CHECK = 1
export CORE_UTILIZATION = 40

===== design/flow/constraint.sdc =====
current_design register_file

set clk_period 12.3
set clk_io_pct 0.2

create_clock -name clk0 -period $clk_period

set non_clock_inputs [all_inputs -no_clocks]
set_input_delay [expr $clk_period * $clk_io_pct] -clock clk0 $non_clock_inputs
set_output_delay [expr $clk_period * $clk_io_pct] -clock clk0 [all_outputs]

===== design/flow/design.v =====
module register_file(
    input clk,
    input [4:0] rs1,
    input [4:0] rs2,
    input [4:0] rd,
    input signed  [63:0] write_data,
    input reg_write,
    output signed  [63:0] read_data1,
    output signed  [63:0] read_data2
);
    reg signed [63:0] registers [0:31];
    assign read_data1 = (rs1 == 0) ? 64'b0 : registers[rs1];
    assign read_data2 = (rs2 == 0) ? 64'b0 : registers[rs2];
    always @(*) begin
        if (reg_write && rd != 0)
            registers[rd] <= write_data;
    end
    initial begin
        for(integer i = 0; i < 32; i = i + 1) begin
            registers[i] = 64'b0;
        end
    end
endmodule

===== design/flow/run.sh =====
#!/bin/bash
# OpenROAD 26Q1-2900-gdf79404cd8, Yosys 0.63+post, stock flow scripts
make -C /OpenROAD-flow-scripts/flow DESIGN_CONFIG=/design/flow/config.mk WORK_HOME=/design/flow/orfs finish

==> insert_results.sql <==
-- implementation run metrics
INSERT INTO impl_metrics (metric_group, metric, value, unit) VALUES
('route', 'totalWireLength', '391000', 'um'),
('synthesis', 'synth.cellmix.xorXnorShare', '0', '%'),
('final_timing', 'setup-violations-final', '0', ''),
('critical_path', 'endpoint_kind', 'output pin', ''),
('placement', 'post_dp_cell_area', '61050', 'sq um'),
('critical_path', 'cp_data_required_time', '9840', 'ps'),
('final_timing', 'unclocked_regs', '1984', ''),
('final_timing', 'maxSlewHeadroom', '14.10', '%'),
('run', 'openroad.warnings', '33', ''),
('synthesis', 'synth-simple-area-share', '9.892', '%'),
('run', 'drv_cap', '0', ''),
('synthesis', 'edf_count', '0', ''),
('route', 'wl_per_cell', '49.49', 'um'),
('synthesis', 'yosys_most_used_dff', 'sky130_fd_sc_hd__dlxtn_1', ''),
('synthesis', 'synth_area', '55550', 'sq um'),
('synthesis', 'netlist_top_cells_area', 'sky130_fd_sc_hd__dlxtn_1 (54%), sky130_fd_sc_hd__a22oi_1 (19%), sky130_fd_sc_hd__mux2i_1 (3.0%)', ''),
('layout', 'largestRegisters', 'registers (1984)', ''),
('synthesis', 'number_of_library_cell_types_mapped_by_synthesis', '72', ''),
('global_routing', 'gr-total-overflow', '0', ''),
('global_routing', 'first_global_vias', '60810', ''),
('clock_network', 'postCtsHoldBufs', '0', ''),
('synthesis', 'synth.cellmix.compoundShare', '28.75', '%'),
('layout', 'stdcell_area', '61170', 'sq um'),
('synthesis', 'yosys_area', '55550', 'sq um'),
('route', 'drt-pass1-iter-count', '16', ''),
('global_routing', 'initial_antenna_violation_count', '59', ''),
('critical_path', 'worst_path_dominant_cell_family', 'buffers and inverters', ''),
('placement', 'place_worst_setup_slack', '2775', 'ps'),
('pwr', 'power.density', '30.26', 'nW/um^2'),
('min_path', 'hold_path.class', 'input port to output pin', ''),
('synthesis', 'most_common_cell', 'sky130_fd_sc_hd__dlxtn_1', ''),
('synthesis', 'synthAdderAreaFrac', '0', '%'),
('pwr', 'power.switching_fraction', '54.03', '%'),
('placement', 'io_buffers', '208', ''),
('synthesis', 'netlist_instances', '5993', ''),
('placement', 'dp_hpwl', '222900', 'um'),
('route', 'drc_errors', '0', ''),
('global_routing', 'grt_pass1_wl', '517600', 'um'),
('pwr', 'leakage_power', '26.66', 'nW'),
('critical_path', 'critical_path.most_common_cell', 'sky130_fd_sc_hd__buf_4', ''),
('final_timing', 'untimed_endpoints', '1984', ''),
('final_timing', 'final.hold.worst_slack', '5893', 'ps'),
('pwr', 'vdd_drop_max', '34.45', 'uV'),
('layout', 'area_growth_syn_to_layout', '10.12', '%'),
('route', 'detailroute.via_count', '64170', ''),
('final_timing', 'unrepaired_setup_endpoints_after_global_routing', 'no', ''),
('route', 'antenna_violating_nets_post_route', '0', ''),
('floorplan', 'die_area', '140400', 'sq um'),
('synthesis', 'post_synth.cell_area_avg', '9.269', 'sq um'),
('route', 'vias_per_cell', '8.121', ''),
('final_timing', 'timing_hold_violations_final', '0', ''),
('min_path', 'hold_path.startpoint', 'rs2[0]', ''),
('layout', 'largest_register_ffs', '1984', ''),
('floorplan', 'io_pins', '209', ''),
('critical_path', 'critical_path.cell_chain', 'buf_6 -> buf_4 -> nand3b_1 -> buf_4 -> nor2_4 -> buf_4 -> a22oi_1 -> nand4_1 -> nor3_1 -> a21oi_1 -> clkdlybuf4s50_1', ''),
('critical_path', 'path_buffers', '5', ''),
('run_status', 'status', 'complete, no violations', ''),
('critical_path', 'critical_path_startpoint_category', 'input port', ''),
('clock_network', 'cts_setup_buffers', '0', ''),
('layout', 'top_register', 'registers', ''),
('synthesis', 'largest_area_cell', 'sky130_fd_sc_hd__dlxtn_1', ''),
('critical_path', 'cp_slowest_stage_delay', '780', 'ps'),
('route', 'drtIter0Drc', '9919', ''),
('critical_path', 'critPathKind', 'input port to output pin', ''),
('synthesis', 'post_synth_most_frequent_cells', 'sky130_fd_sc_hd__dlxtn_1 (1984), sky130_fd_sc_hd__a22oi_1 (1380), sky130_fd_sc_hd__nand2_1 (430)', ''),
('floorplan', 'die.size.y', '374.7', 'um'),
('final_timing', 'post-route-worst-setup-slack', '2199', 'ps'),
('clock_network', 'cts-resized-gates', '0', ''),
('synthesis', 'flop_and_latch_count_out_of_synthesis', '1984', ''),
('critical_path', 'critical_path_peak_fanout', '34', '');
[placed cells by master, fill, tap and decap left out, drive strengths merged, types with 72 or more instances in the layout]
cell type and n:
nand3 78, a31oi 77, a21oi 284, buf 337
nand4 157, o21ai 72, nor2 192, dlxtn 1984
nor3 98, mux2i 169, a22oi 1380, a22o 79
nand2 431, clkdlybuf4s50 198
[layer usage]
layer | wire length [um] | GRT usage (%)
met5 | 1401 | 6.484
met4 | 43720 | 43.27
met2 | 141300 | 69.38
met3 | 81100 | 44.30
met1 | 123500 | 62.98
[worst max path at each step]
stage / from / end / slack (ps) / cells after the start
4_1_cts: rs2[0] / read_data2[59] / 2760 / 11
5_1_grt: rs2[0] / read_data2[11] / 2590 / 11
6_report: rs2[0] / read_data2[59] / 2200 / 11
[layout make-up]
type | instances | area (sq um) | share of cell area (%)
tap | 1794 | 2245 | 3.669
timing repair buffer | 535 | 4692 | 7.670
inverter | 5 | 18.77 | 0.03068
antenna | 51 | 127.6 | 0.2086
sequential | 1984 | 29790 | 48.70
multi-input combinational | 3532 | 24300 | 39.73
[stage by stage]
stage / power, mW / instances / util [%]
finish: 1.851 / 7901 / 44.44
global route: 1.871 / 7863 / 44.37
CTS: 1.745 / 7850 / 44.34
detailed placement: 1.737 / 7850 / 44.34
global placement: 1.738 / 7850 / 44.34
floorplan: 1.009 / 5993 / -
[worst min-delay path, stage by stage]
cell and delay, ps:
sky130_fd_sc_hd__buf_6 270, sky130_fd_sc_hd__a21oi_1 210, sky130_fd_sc_hd__a31oi_1 60, sky130_fd_sc_hd__clkdlybuf4s50_1 400
[kinds of logic (layout without fill, tap and decap cells)]
| logic type | after synthesis | count (layout) |
|---|---|---|
| other | 0 | 51 |
| buffers and inverters | 477 | 540 |
| multiplexers | 207 | 207 |
| latches | 1984 | 1984 |
| AND-OR/OR-AND | 2194 | 2194 |
| AND/OR/NAND/NOR | 1131 | 1131 |
Power and IR drop assume default switching activity.
