`./run.sh`:
```
#!/bin/bash
# OpenROAD 26Q1-2900-gdf79404cd8, Yosys 0.63+post, stock flow scripts
make -C /OpenROAD-flow-scripts/flow DESIGN_CONFIG=/design/flow/config.mk WORK_HOME=/design/flow/orfs finish
```
`./design.v`:
```
`timescale 1ns/1ps
`timescale 1ns/1ps
module full_adder (
    input a,
    input b,
    input cin,
    output sum,
    output cout
);
    wire xor1_out, and1_out, and2_out;
    xor u1 (xor1_out, a, b);
    xor u2 (sum, xor1_out, cin);
    and u3 (and1_out, a, b);
    and u4 (and2_out, cin, xor1_out);
    or u5 (cout, and1_out, and2_out);
endmodule
`timescale 1ns/1ps
module mux2to1(
    input sel,
    input in0,
    input in1,
    output out
);
    wire not_sel, and0_out, and1_out;
    not u1 (not_sel, sel);
    and u2 (and0_out, in0, not_sel);
    and u3 (and1_out, in1, sel);
    or u4 (out, and0_out, and1_out);
endmodule
module add_sub(
    input signed [63:0] in1,
    input signed [63:0] in2,
    input sub,
    output signed [63:0] sum_out,
    output signed [64:0] carry
);
    genvar i;
    wire [63:0] in2_mod;
    generate
        for (i = 0; i < 64; i = i + 1) begin : xor_sub
            xor(
                in2_mod[i],
                in2[i],
                sub
            );
        end
    endgenerate
    assign carry[0] = sub;  
    generate
        for (i = 0; i < 64; i = i + 1) begin : adder_chain
            full_adder fa(
                .a(in1[i]),
                .b(in2_mod[i]),
                .cin(carry[i]),
                .sum(sum_out[i]),
                .cout(carry[i+1])
            );
        end
    endgenerate
endmodule
module xor_(
    input [63:0] in1,
    input [63:0] in2,
    output [63:0] out
);
    genvar i;
    generate
        for (i = 0; i < 64; i = i + 1) begin : xor_chain
            xor (
                out[i],
                in1[i],
                in2[i]
            );
        end
    endgenerate
endmodule
module or_(
    input [63:0] in1,
    input [63:0] in2,
    output [63:0] out
);
    genvar i;
    generate
        for (i = 0; i < 64; i = i + 1) begin : or_chain
            or or_inst(
                out[i],
                in1[i],
                in2[i]
            );
        end
    endgenerate
endmodule
module and_(
    input [63:0] in1,
    input [63:0] in2,
    output [63:0] out
);
    genvar i;
    generate
        for (i = 0; i < 64; i = i + 1) begin : and_chain
            and and_inst(
                out[i],
                in1[i],
                in2[i]
            );
        end
    endgenerate
endmodule
module sll(
    input [63:0] in,
    input [63:0] shift_amt,
    output [63:0] sll_out
);
    wire [63:0] sll_shift0, sll_shift1, sll_shift2, sll_shift3, sll_shift4;
    wire [63:0] sll_inputs0a, sll_inputs0b;
    wire [63:0] sll_inputs1a, sll_inputs1b;
    wire [63:0] sll_inputs2a, sll_inputs2b;
    wire [63:0] sll_inputs3a, sll_inputs3b;
    wire [63:0] sll_inputs4a, sll_inputs4b;
    wire [63:0] sll_inputs5a, sll_inputs5b;
    genvar i;
    generate
        for (i = 0; i < 64; i = i + 1) begin : mux_inputs_sll
            assign sll_inputs0a[i] = in[i];
            assign sll_inputs1a[i] = sll_shift0[i];
            assign sll_inputs2a[i] = sll_shift1[i];
            assign sll_inputs3a[i] = sll_shift2[i];
            assign sll_inputs4a[i] = sll_shift3[i];
            assign sll_inputs5a[i] = sll_shift4[i];
            assign sll_inputs0b[i] = (i > 0)  ? in[i-1]          : 1'b0;
            assign sll_inputs1b[i] = (i > 1)  ? sll_shift0[i-2]  : 1'b0;
            assign sll_inputs2b[i] = (i > 3)  ? sll_shift1[i-4]  : 1'b0;
            assign sll_inputs3b[i] = (i > 7)  ? sll_shift2[i-8]  : 1'b0;
            assign sll_inputs4b[i] = (i > 15) ? sll_shift3[i-16] : 1'b0;
            assign sll_inputs5b[i] = (i > 31) ? sll_shift4[i-32] : 1'b0;
        end
    endgenerate
    generate
        for (i = 0; i < 64; i = i + 1) begin : sll_chain
            mux2to1 mux0(
                .sel(shift_amt[0]),
                .in0(sll_inputs0a[i]),
                .in1(sll_inputs0b[i]),
                .out(sll_shift0[i])
            );
            mux2to1 mux1(
                .sel(shift_amt[1]),
                .in0(sll_inputs1a[i]),
                .in1(sll_inputs1b[i]),
                .out(sll_shift1[i])
            );
            mux2to1 mux2(
                .sel(shift_amt[2]),
                .in0(sll_inputs2a[i]),
                .in1(sll_inputs2b[i]),
                .out(sll_shift2[i])
            );
            mux2to1 mux3(
                .sel(shift_amt[3]),
                .in0(sll_inputs3a[i]),
                .in1(sll_inputs3b[i]),
                .out(sll_shift3[i])
            );
            mux2to1 mux4(
                .sel(shift_amt[4]),
                .in0(sll_inputs4a[i]),
                .in1(sll_inputs4b[i]),
                .out(sll_shift4[i])
            );
            mux2to1 mux5(
                .sel(shift_amt[5]),
                .in0(sll_inputs5a[i]),
                .in1(sll_inputs5b[i]),
                .out(sll_out[i])
            );
        end
    endgenerate
endmodule
module sr(
    input [63:0] in,
    input [63:0] shift_amt,
    input [6:0] funct7,
    output [63:0] sr_out
);
    wire [63:0] sr_shift0, sr_shift1, sr_shift2, sr_shift3, sr_shift4;
    wire [63:0] sr_inputs0a, sr_inputs0b;
    wire [63:0] sr_inputs1a, sr_inputs1b;
    wire [63:0] sr_inputs2a, sr_inputs2b;
    wire [63:0] sr_inputs3a, sr_inputs3b;
    wire [63:0] sr_inputs4a, sr_inputs4b;
    wire [63:0] sr_inputs5a, sr_inputs5b;
    wire sr_bit;
    mux2to1 mux_sr(
        .sel(funct7[5]),
        .in0(1'b0),
        .in1(in[63]),
        .out(sr_bit)
    );
    genvar i;
    generate
        for (i = 0; i < 64; i = i + 1) begin : mux_inputs_sr
            assign sr_inputs0a[i] = in[i];
            assign sr_inputs1a[i] = sr_shift0[i];
            assign sr_inputs2a[i] = sr_shift1[i];
            assign sr_inputs3a[i] = sr_shift2[i];
            assign sr_inputs4a[i] = sr_shift3[i];
            assign sr_inputs5a[i] = sr_shift4[i];
            assign sr_inputs0b[i] = (i < 32) ? in[i+32]        : sr_bit;
            assign sr_inputs1b[i] = (i < 48) ? sr_shift0[i+16] : sr_bit;
            assign sr_inputs2b[i] = (i < 56) ? sr_shift1[i+8]  : sr_bit;
            assign sr_inputs3b[i] = (i < 60) ? sr_shift2[i+4]  : sr_bit;
            assign sr_inputs4b[i] = (i < 62) ? sr_shift3[i+2]  : sr_bit;
            assign sr_inputs5b[i] = (i < 63) ? sr_shift4[i+1]  : sr_bit;
        end
    endgenerate
    generate
        for (i = 0; i < 64; i = i + 1) begin : sr_chain
            mux2to1 mux0(
                .sel(shift_amt[5]),
                .in0(sr_inputs0a[i]),
                .in1(sr_inputs0b[i]),
                .out(sr_shift0[i])
            );
            mux2to1 mux1(
                .sel(shift_amt[4]),
                .in0(sr_inputs1a[i]),
                .in1(sr_inputs1b[i]),
                .out(sr_shift1[i])
            );
            mux2to1 mux2(
                .sel(shift_amt[3]),
                .in0(sr_inputs2a[i]),
                .in1(sr_inputs2b[i]),
                .out(sr_shift2[i])
            );
            mux2to1 mux3(
                .sel(shift_amt[2]),
                .in0(sr_inputs3a[i]),
                .in1(sr_inputs3b[i]),
                .out(sr_shift3[i])
            );
            mux2to1 mux4(
                .sel(shift_amt[1]),
                .in0(sr_inputs4a[i]),
                .in1(sr_inputs4b[i]),
                .out(sr_shift4[i])
            );
            mux2to1 mux5(
                .sel(shift_amt[0]),
                .in0(sr_inputs5a[i]),
                .in1(sr_inputs5b[i]),
                .out(sr_out[i])
            );
        end
    endgenerate
endmodule
module slt_sltu(
    input [63:0] sum_out,
    input [64:0] carry,
    output slt_out,
    output sltu_out
);
    assign slt_out = sum_out[63];
    not(
        sltu_out,
        carry[64]
    );
endmodule
module alu(
    input [31:0] instruction,
    input signed [63:0] in1,
    input signed [63:0] in2,
    output reg signed [63:0] out,
    output reg zero
);
    wire [2:0] funct3 = instruction[14:12];
    wire [6:0] funct7 = instruction[31:25];
    wire [6:0] opcode = instruction[6:0];
    wire signed [63:0] sum_out;
    wire signed [64:0] carry;
    wire sub;
    assign sub = ((funct3==3'h0 && funct7==7'h20 && opcode==7'b0110011) || (funct3==3'h2 && opcode==7'b0110011) || (funct3==3'h3 && opcode==7'b0110011) || (opcode==7'b1100011)) ? 1 : 0;
    add_sub add_sub_unit(
        .in1(in1),
        .in2(in2),
        .sub(sub),
        .sum_out(sum_out),
        .carry(carry)
    );
    wire [63:0] xor_out;
    wire [63:0] or_out;
    wire [63:0] and_out;
    xor_ xor_unit(
        .in1(in1),
        .in2(in2),
        .out(xor_out)
    );
    or_ or_unit(
        .in1(in1),
        .in2(in2),
        .out(or_out)
    );
    and_ and_unit(
        .in1(in1),
        .in2(in2),
        .out(and_out)
    );
    wire [63:0] sll_out;
    sll sll_unit(
        .in(in1),
        .shift_amt(in2),
        .sll_out(sll_out)
    );
    wire [63:0] sr_out;
    sr sr_unit(
        .in(in1),
        .shift_amt(in2),
        .funct7(funct7),
        .sr_out(sr_out)
    );
    wire slt_out;
    wire sltu_out;
    slt_sltu slt_sltu_unit(
        .sum_out(sum_out),
        .carry(carry),
        .slt_out(slt_out),
        .sltu_out(sltu_out)
    );
    always @(*) begin
        zero = (out == 0);
    end
    always @(*) begin
        if ((opcode == 7'b0000011) || (opcode == 7'b0100011)) begin
            out = sum_out;
        end
        else begin
            case (funct3)
                3'h0: out = sum_out;
                3'h4: out = xor_out;
                3'h6: out = or_out;
                3'h7: out = and_out;
                3'h1: out = sll_out;
                3'h5: out = sr_out;
                3'h2: out = {63'b0, slt_out};
                3'h3: out = {63'b0, sltu_out};
            endcase
        end
    end
endmodule
```
`./constraint.sdc`:
```
current_design alu

set clk_period 69.6
set clk_io_pct 0.2

create_clock -name clk0 -period $clk_period

set non_clock_inputs [all_inputs -no_clocks]
set_input_delay [expr $clk_period * $clk_io_pct] -clock clk0 $non_clock_inputs
set_output_delay [expr $clk_period * $clk_io_pct] -clock clk0 [all_outputs]
```
`./config.mk`:
```
export PLATFORM = sky130hd
export DESIGN_NAME = alu
export DESIGN_NICKNAME = alu
export VERILOG_FILES = /design/flow/design.v
export SDC_FILE = /design/flow/constraint.sdc
export NUM_CORES = 4
export LEC_CHECK = 1
export CORE_UTILIZATION = 50
```
==> results.txt <==
Item: results of the latest flow run.

- The flow ran to the end, and the final reports show no timing, DRC or antenna violations.
- The count of buffers added on input and output ports is 210.
- In this run the power density over the cells is 9.424 nW/um^2.
- For this design, Yosys synthesis ends with a cell count of 2250.
- Entering global routing, the biggest net connects 67 pins.
- The count of yosys warnings during synthesis is 1.
- The launch point of the worst hold path is in2[2].
- The post-detailed-routing wire length is 111500 microns.
- Per the slew report, the remaining headroom to the max-slew limit stands at 0.7464%.
- In the setup report, the worst path falls into the class input port to primary output.
- Dividing the detail-routed via count by the number of cells gives 8.071.
- The share of final-layout standard cells stronger than drive strength 1 is 12.48%.
- Counting the clock-network buffers in the layout gives 0.
- The final number of setup-violating endpoints is 0.
- The share of the core area taken by cells at floorplan is 51.18%.
- After the first detailed-routing iteration, the DRC count stood at 4212.
- The per-instance average area after synthesis is 7.457 sq um.
- The post-CTS setup buffer count is 0.
- For this design the total switching power over the nets is 116.1 uW.
- STA classifies the critical path startpoint as an input port.
- The remaining global-route overflow is 0.
- The final tally of hold violations is 0.
- The required time of the worst setup path is 55.68 ns.
- The internal power of the cells totals 65.19 uW.
- The fill cell total of the finished layout is 2895.
- The worst endpoint data arrival time is 44.44 ns.
- The number of violations of the max-capacitance limit is 0.
- Across the VDD grid, the largest voltage drop is 0.000008144 V.
- The stage delay of the slowest cell on the critical path is 0.53 ns.
- Per STA, the startpoint of the critical path is instruction[30].
- The number of different library cells used by synthesis comes to 88.
- The combined global-route utilization of all metal layers is 67.63%.
- The count of vias placed by the detailed router is 22550.
- The cell type contributing the most total cell area after synthesis is sky130_fd_sc_hd__ha_1.
- The first global-routing pass estimated 156700 microns of wire.
- STA lists the maximum fanout along the critical path as 32.
- Switching power as a fraction of the total was reported as 64.03%.
- The hold buffer count at cts is 0.
- The final design utilization is 58.67%.
- According to the hold report, the worst path is of the input port to primary output type.
- The placement row count is 66.
- According to the floorplan report, the die height is 185.2 microns.
- The total half-perimeter wirelength after legalization and detailed placement is 80330 microns.
- The netlist area before placement is 16780 sq um.
- The worst setup path is captured at a primary output.
- Post-synthesis, Yosys gives the total cell area as 16780 sq um.
- The last weighted congestion value of the routability-driven placer is 1.260.
- TritonRoute reported its final design rule violation total as 0.
- Of the post-synthesis cell area, the dominant cell type holds 9.620%.
- The most used cell along the critical path is sky130_fd_sc_hd__fa_1.
- The combined flip-flop and latch cell area is 0 sq um.
- Setup repair after global routing left no endpoint under its margin.
- The cell with the largest stage delay on the worst path is sky130_fd_sc_hd__or4_1.
- The floorplan step defined a die boundary enclosing 34290 sq um.
- The sequential area share after synthesis is 0%.
- The via count of the first global-routing pass is 21330.
- The maximum achievable frequency is 17.13 MHz.
- Per the OpenROAD floorplan log, the width of the die is 185.2 microns.
- Leaving out buffers and inverters, the combinational logic in the layout accounts for 15200 sq um.
- The logs give a warning total of 113.
- The measured slew at the worst slew-check pin is 1.480 ns.
- The number of antenna violations at the first check in global routing is 15.
- The I/O pin total is 225.
- The signed area change from the synthesized netlist to the final layout is 14.65%.
- In this run the standard cell core region covers 32780 sq um.
- The number of slew-limit violations in the final report is 0.
- Post-CTS repair ended up resizing 0 cells.
- Counting every instance in the synthesized netlist gives 2250.
- The first TritonRoute pass finished after 17 iterations.
- Once detail routing completed, the nets flagged for antenna violations numbered 0.
- The final layout reports a setup TNS of 0 ns.
- The minimum clock period is 58.36 ns.
- The reported leakage power is 0.007683 uW.
- The portion of the clock cycle consumed by the worst path in the final layout is 83.85%.
- The number of sequential storage elements is 0.
- The average wire per cell in the routed design is 39.92 microns.
- The synthesis report lists the most area-consuming cells as sky130_fd_sc_hd__ha_1 9.6%, sky130_fd_sc_hd__mux4_2 9.4%, sky130_fd_sc_hd__fa_1 7.5%, sky130_fd_sc_hd__mux2i_1 7.3%, sky130_fd_sc_hd__o21ai_0 4.7%.
[per-layer routing]
metal	GRT usage, %	routed length [microns]	share of wire, %	up-vias
li1	-	-	-	8688
met1	72.59	35430	32	10290
met2	83.76	40720	37	2553
met3	50.18	20680	19	1001
met4	59.47	14170	13	16
met5	20.59	543	0.49	-
[path summary, 6_finish.rpt]
path	to	slack, ns	cells after the start
max	zero	11.24	85
min	out[8]	28.96	4
[cell families (layout without fill, tap and decap cells)]
kind of cell	Yosys count	after routing	share of synthesized area, %
adders and majority gates	192	192	17.14
and+or+nand+nor	568	568	15.40
buffers and inverters	373	462	9.486
other	0	13	0
AOI/OAI and AO/OA	786	786	32.79
xor gates and xnor gates	63	63	3.289
muxes	268	268	21.90
[critical path: cells and delay by family]
| kind | cells | cell delay, ns |
|---|---|---|
| buffers and inverters | 7 | 1.92 |
| muxes | 1 | 0.28 |
| adders and majority gates | 63 | 24.76 |
| and+or+nand+nor | 6 | 1.86 |
| AOI/OAI and AO/OA | 8 | 1.61 |
[through the flow]
stage / hold slack, ns / cells / power, uW / instance area, sq um / worst slack (ns)
after floorplan: 28.01 / 2250 / 88.47 / 16780 / 13.73
after global placement: 28.86 / 2781 / 161.5 / 19200 / 11.81
after detailed placement: 28.88 / 2781 / 162.7 / 19200 / 11.74
after CTS: 28.90 / 2781 / 163.7 / 19200 / 11.67
after global routing: 28.96 / 2791 / 182.7 / 19230 / 10.60
final: 28.96 / 2794 / 181.3 / 19230 / 11.24
[Yosys cell counts (13+ instances only)]
cell / count
sky130_fd_sc_hd__mux2i_1: 122
sky130_fd_sc_hd__ha_1: 129
sky130_fd_sc_hd__o211ai_1: 52
sky130_fd_sc_hd__a31oi_1: 17
sky130_fd_sc_hd__nand2b_1: 15
sky130_fd_sc_hd__a211oi_1: 23
sky130_fd_sc_hd__nor2b_1: 13
sky130_fd_sc_hd__a2111oi_0: 13
sky130_fd_sc_hd__mux2_2: 64
sky130_fd_sc_hd__a22o_1: 24
sky130_fd_sc_hd__buf_2: 66
sky130_fd_sc_hd__nor3_1: 38
sky130_fd_sc_hd__fa_1: 63
sky130_fd_sc_hd__a2bb2oi_1: 16
sky130_fd_sc_hd__o22ai_1: 44
sky130_fd_sc_hd__buf_1: 30
sky130_fd_sc_hd__a22oi_1: 62
sky130_fd_sc_hd__o211a_1: 22
sky130_fd_sc_hd__nand3_1: 36
sky130_fd_sc_hd__o221ai_1: 28
sky130_fd_sc_hd__inv_1: 137
sky130_fd_sc_hd__clkbuf_1: 117
sky130_fd_sc_hd__a221oi_1: 22
sky130_fd_sc_hd__and2_1: 16
sky130_fd_sc_hd__o2111ai_1: 16
sky130_fd_sc_hd__a21oi_1: 133
sky130_fd_sc_hd__nor2_1: 171
sky130_fd_sc_hd__mux4_2: 70
sky130_fd_sc_hd__xnor2_1: 63
sky130_fd_sc_hd__nand2_1: 209
sky130_fd_sc_hd__a32oi_1: 25
sky130_fd_sc_hd__o22a_1: 13
sky130_fd_sc_hd__o21ai_0: 158
[layout make-up]
cell class                      count  area share [%]
Tap cell                          442           2.875
Multi-Input combinational cell   1877           79.03
Inverter                          140           2.732
Antenna cell                       13          0.1691
Timing Repair Buffer              322           15.19
[cells in the final DEF (no fill, tap or decap), types with 9 or more instances in the layout]
cell | Yosys | layout
sky130_fd_sc_hd__a2111oi_0 | 13 | 13
sky130_fd_sc_hd__a211oi_1 | 23 | 23
sky130_fd_sc_hd__a21oi_1 | 133 | 133
sky130_fd_sc_hd__a221o_1 | 11 | 11
sky130_fd_sc_hd__a221oi_1 | 22 | 22
sky130_fd_sc_hd__a22o_1 | 24 | 23
sky130_fd_sc_hd__a22oi_1 | 62 | 62
sky130_fd_sc_hd__a2bb2oi_1 | 16 | 16
sky130_fd_sc_hd__a31oi_1 | 17 | 17
sky130_fd_sc_hd__a32oi_1 | 25 | 25
sky130_fd_sc_hd__and2_1 | 16 | 16
sky130_fd_sc_hd__buf_4 | 12 | 117
sky130_fd_sc_hd__clkdlybuf4s50_1 | 0 | 202
sky130_fd_sc_hd__diode_2 | 0 | 13
sky130_fd_sc_hd__fa_1 | 63 | 63
sky130_fd_sc_hd__ha_1 | 129 | 129
sky130_fd_sc_hd__inv_1 | 137 | 135
sky130_fd_sc_hd__mux2_2 | 64 | 64
sky130_fd_sc_hd__mux2i_1 | 122 | 122
sky130_fd_sc_hd__mux4_2 | 70 | 70
sky130_fd_sc_hd__nand2_1 | 209 | 209
sky130_fd_sc_hd__nand2b_1 | 15 | 15
sky130_fd_sc_hd__nand3_1 | 36 | 36
sky130_fd_sc_hd__nor2_1 | 171 | 169
sky130_fd_sc_hd__nor2b_1 | 13 | 13
sky130_fd_sc_hd__nor3_1 | 38 | 38
sky130_fd_sc_hd__o2111ai_1 | 16 | 16
sky130_fd_sc_hd__o211a_1 | 22 | 22
sky130_fd_sc_hd__o211ai_1 | 52 | 52
sky130_fd_sc_hd__o21a_1 | 12 | 12
sky130_fd_sc_hd__o21ai_0 | 158 | 158
sky130_fd_sc_hd__o221ai_1 | 28 | 28
sky130_fd_sc_hd__o22a_1 | 13 | 13
sky130_fd_sc_hd__o22ai_1 | 44 | 44
sky130_fd_sc_hd__o31ai_1 | 9 | 9
sky130_fd_sc_hd__or2_2 | 11 | 11
sky130_fd_sc_hd__or4_1 | 9 | 9
sky130_fd_sc_hd__xnor2_1 | 63 | 63
No activity file was given, so power comes from the tool's default toggle rates.
