==> run.sh <==
#!/bin/bash
# OpenROAD 26Q1-2900-gdf79404cd8, Yosys 0.63+post, stock flow scripts
make -C /OpenROAD-flow-scripts/flow DESIGN_CONFIG=/design/flow/config.mk WORK_HOME=/design/flow/orfs finish
==> config.mk <==
export PLATFORM = sky130hd
export DESIGN_NAME = id_ex_register
export DESIGN_NICKNAME = id_ex_register
export VERILOG_FILES = /design/flow/design.v
export SDC_FILE = /design/flow/constraint.sdc
export NUM_CORES = 4
export LEC_CHECK = 1
export CORE_AREA = 10 10 309 309
export DIE_AREA = 0 0 319 319
==> constraint.sdc <==
current_design id_ex_register

set clk_period 1.1
set clk_io_pct 0.2

create_clock -name clk0 -period $clk_period [get_ports {clk}]

set non_clock_inputs [all_inputs -no_clocks]
set_input_delay [expr $clk_period * $clk_io_pct] -clock clk0 $non_clock_inputs
set_output_delay [expr $clk_period * $clk_io_pct] -clock clk0 [all_outputs]
==> design.v <==
`timescale 1ns/1ps
module id_ex_register (
    input wire clk,
    input wire reset,
    input wire en,
    input wire [295:0] d,
    output reg [295:0] q
);
    always @(posedge clk or posedge reset) begin
        if (reset)
            q <= {296{1'b0}};
        else if (en)
            q <= d;
    end
endmodule
==> Table 3: Implementation characteristics <==
Characteristics after synthesis and place and route

Parameter                              Value

Global routing
  Number of antenna violations at the first check in global routing    1
  Wire length of the first global-routing pass    63700 um
  Grt ovf    0
  Via count of the first global-routing pass    slightly above 9000
  GR Util All Layers    0.0823
  Pin count of the biggest net entering global routing    26

Critical path
  Series of cell instances along the critical path    buf_2
  Worst reg2reg startpoint    q[205]
  Maximum fanout encountered on the critical timing path    2
  Worst setup EP type    output port
  Largest stage delay on the critical path    between 0.4 and 0.5 ns
  Startpoint-to-endpoint class of the critical path    register to output port
  Slowest cell on the critical path    sky130_fd_sc_hd__dfrtp_2
  Worst path top cell family by delay    flip-flops
  Slack of the worst reg-to-reg path    approximately 0.08 ns
  Worst endpoint required time    ~0.9 ns
  Critical path startpoint category    register
  Arrival time worst endpoint    ~1.1 ns
  Critical path origin    q[99]
  Number of buffers and inverters on the critical path    1

Die
  Die extent in x    ~320 um
  DIE HEIGHT    ~320 um
  Fraction of the core area occupied by cells at floorplan    0.135
  Area of the core region    about 89000 um^2
  Number of placement rows    ~110
  Total die area    around 100000 um^2
  Io pins    595

Clock tree
  Number of H-tree branching levels    2
  Number of sinks handled by clock tree synthesis    296
  Number of buffers inserted during clock tree synthesis    36
  Clock input transition at the sequential cells of the worst setup and hold paths    0.06 ns
  Clock tree from TritonCTS    done
  Max Root-Sink Buffers    3
  Root cell of the clock tree    sky130_fd_sc_hd__clkbuf_16
  Later-pin clock latency in the skew report    between 0.5 and 0.6 ns

Synth
  Synth flops    between 200 and 300
  Gate count after technology mapping    between 600 and 700
  Synthesis warning total    1
  Xor/xnor share of the synthesized area    0
  Register share after synthesis    0.618
  Number of cell instances after yosys synthesis    626
  Yosys-reported design area after synthesis    ~12000 um^2
  Average size of a mapped cell    roughly 19 um^2
  Yosys simple share    0
  Area fraction in compound gates after synthesis    0
  Total standard cell area after synthesis    12000 um^2
  Adder-Cell Fraction of Synth Area    0
  Area fraction in mux cells    0.353
  Number of distinct library cell variants in the gate-level netlist after synthesis    6
  Largest family of logic cells by area    multiplexers

Final timing
  Max-slew violation count    0
  Total Negative Setup Slacks    -46.34 ns
  Transition time at the pin with the least slew margin    0.300 ns
  Unrepaired setup endpoints after global routing    true
  Final period utilization    1.22
  Setup Skew    0 ns
  Clock period minus worst slack    1.34 ns
  Relative slew slack    0.799
  Max Clock Freq    745 MHz
  Final worst setup slack    -0.242 ns
  Final hold violation count    0
  Number of endpoints failing setup at the final stage    296

Status
  Outcome    finished with violations
  Violated checks    negative setup slack

Route
  Remaining antenna violation count    0
  Detailed-route vias per instance    3.17
  Initial drt markers    292
  Average wire length per cell after detail routing    16.3 um
  DRC    0
  Total via count in the routed design    roughly 8400
  Routed WL    43000 um
  Router iterations before antenna repair    4

Place
  Placed wire-length estimate after detailed placement    roughly 33000 um
  Number of I/O port buffers    between 500 and 600
  Total placed cells including tap cells    roughly 2400
  Final estimated routing congestion in global placement    between 0.8 and 0.9
  Pre-CTS setup slack    -0.187 ns

Finish
  Synthesis-to-layout area growth    73.3%
  Finished Layout Cells    approximately 2600
  Register name with the most flops    q
  Largest registers in the final layout    q x296
  Fraction of layout instances using a drive strength above 1    0.594
  Number of fill cells in the layout    9237
  Post-route core utilization    0.235
  Number of flip-flops in the largest register    between 200 and 300

Pwr
  Total Power Consumption    30.4 mW
  Leakage    between 9 and 10 nW
  Power density over the cells    1460 nW/um^2
  Peak ir drop on the vdd network    between 0.9 and 1 mV

Flow run
  Tool Warnings    28
  Maximum Capacitance Violations    0

Min path
  Worst hold-check path type    input port to async pin
==> cells by family after synthesis <==
logic type	count (synthesis)
muxes	296
DFF	296
buffers and inverters	34
==> Yosys cell counts <==
cell | number | area share
sky130_fd_sc_hd__mux2_2 | 56 | 0.053
sky130_fd_sc_hd__buf_6 | 28 | 0.026
sky130_fd_sc_hd__buf_2 | 5 | 0.0021
sky130_fd_sc_hd__mux2_4 | 240 | 0.30
sky130_fd_sc_hd__dfrtp_1 | 296 | 0.62
sky130_fd_sc_hd__inv_1 | 1 | 0.00031
==> stage by stage <==
stage / cell area (um^2) / hold WS [ns]
4_1_cts: 20400 / 0.0498
5_1_grt: 20800 / 0.0778
3_3_place_gp: 19900 / 0.490
6_report: 20800 / 0.103
3_5_place_dp: 19900 / 0.490
2_1_floorplan: 12000 / 0.368
==> final timing paths <==
check                           cells after the start     end
worst max-delay path                                1   q[99]
worst min-delay path                                3    q[7]
worst max register to register                      3  q[205]
worst min register to register                      1  q[193]
max in group asynchronous                           4  q[189]
min in group clk0                                   3  q[108]
==> timing repair <==
item | in CTS | in global routing
setup endpoints to repair | 296 | 296
setup buffers | 102 | 49
cloned | 0 | 0
pin swaps | 0 | 0
resized | 1016 | 0
endpoints found under the hold margin | 1 | 0
hold buffers | 1 | 0
==> report_power, final <==
| part | leakage (nW) | internal [mW] | switching, mW |
|---|---|---|---|
| logic | 5.73 | 4.04 | 1.60 |
| registers | 3.46 | 12.0 | 0.606 |
| clock network | 0.575 | 7.33 | 4.78 |
| total | 9.76 | 23.4 | 6.99 |
==> layout by cell type, fill, tap and decap left out <==
| cell type | Yosys | final |
|---|---|---|
| sky130_fd_sc_hd__clkdlybuf4s50_1 | 0 | 297 |
| sky130_fd_sc_hd__buf_2 | 5 | 294 |
| sky130_fd_sc_hd__dfrtp_1 | 296 | 290 |
| sky130_fd_sc_hd__mux2_4 | 240 | 240 |
| sky130_fd_sc_hd__buf_4 | 0 | 200 |
| sky130_fd_sc_hd__mux2_2 | 56 | 56 |
| sky130_fd_sc_hd__clkbuf_16 | 0 | 37 |
| sky130_fd_sc_hd__buf_12 | 0 | 24 |
| sky130_fd_sc_hd__clkbuf_1 | 0 | 10 |
| sky130_fd_sc_hd__dfrtp_2 | 0 | 6 |
| sky130_fd_sc_hd__bufinv_16 | 0 | 4 |
| sky130_fd_sc_hd__inv_6 | 0 | 3 |
| sky130_fd_sc_hd__clkbuf_8 | 0 | 3 |
| sky130_fd_sc_hd__clkinv_2 | 0 | 3 |
| sky130_fd_sc_hd__diode_2 | 0 | 2 |
| sky130_fd_sc_hd__clkinvlp_4 | 0 | 2 |
| sky130_fd_sc_hd__buf_6 | 28 | 2 |
| sky130_fd_sc_hd__clkinv_4 | 0 | 1 |
| sky130_fd_sc_hd__dlygate4sd3_1 | 0 | 1 |
| sky130_fd_sc_hd__buf_8 | 0 | 1 |
==> layer usage <==
layer | share of wire | vias up | global-route usage
met5 | 0 | - | 0
met4 | 0.025 | 0 | 0.0179
met3 | 0.11 | 52 | 0.0372
met2 | 0.49 | 410 | 0.138
met1 | 0.38 | 4064 | 0.0961
li1 | - | 3852 | -
==> layout make-up <==
type	instances	area, um^2	share of cell area
clock inverters	12	178	0.00855
clock buffers	50	1000	0.0484
multi-input cells	296	4230	0.204
flip-flops and latches	296	7410	0.357
diodes	2	5.00	0.000241
well taps	1165	1460	0.0702
inverters	1	7.51	0.000361
repair buffers	819	6470	0.312
Power is estimated from default activity; no workload was simulated.
